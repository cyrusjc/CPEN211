`design/flow/config.mk`:
```
export PLATFORM = sky130hd
export DESIGN_NAME = shifter
export DESIGN_NICKNAME = shifter
export VERILOG_FILES = /design/flow/design.v
export SDC_FILE = /design/flow/constraint.sdc
export NUM_CORES = 4
export LEC_CHECK = 1
export CORE_AREA = 10 10 70 70
export DIE_AREA = 0 0 80 80
```
`design/flow/constraint.sdc`:
```
current_design shifter

set clk_period 2.0
set clk_io_pct 0.2

create_clock -name clk0 -period $clk_period

set non_clock_inputs [all_inputs -no_clocks]
set_input_delay [expr $clk_period * $clk_io_pct] -clock clk0 $non_clock_inputs
set_output_delay [expr $clk_period * $clk_io_pct] -clock clk0 [all_outputs]
```
`design/flow/design.v`:
```
module shifter(
	input [15:0] Bin,
	input [1:0] shift,
	output reg [15:0] Bout
);
	always@(*) begin
		case (shift)
			2'b00 : Bout = Bin;
			2'b01 : Bout = Bin << 1;
			2'b10 : Bout = Bin >> 1;
			2'b11 :	if (Bin[15]) 	Bout = {1'b1,Bin[15:1]};  
				else		Bout = {1'b0,Bin[15:1]};  
			default : Bout = 16'bxxxxxxxxxxxxxxxx;
		endcase
	end
endmodule 
```
`design/flow/run.sh`:
```
#!/bin/bash
# OpenROAD 26Q1-2900-gdf79404cd8, Yosys 0.63+post, stock flow scripts
make -C /OpenROAD-flow-scripts/flow DESIGN_CONFIG=/design/flow/config.mk WORK_HOME=/design/flow/orfs finish
```
==> results.ini <==
[floorplanning]
dieArea_um2 = 6400
die_w_um = 80
core_um2 = 3416
ios = 34
num_rows = 21
fp_util_pct = 10.40
die_h_um = 80

[worst_hold_path]
hold_path_depth = 4
min-delay-start = Bin[13]
min_path_type = input pin to output port
min_to = Bout[14]

[yosys]
ys_chip_area_um2 = 355.3
synth-xor-area-share_pct = 0
synth-compound-area-share_pct = 24.65
ys_sh_adder_pct = 0
netlist_area_um2 = 355.3
ys_sh_mux_pct = 42.61
ys_cells = 51
synth.avg_cell_area_um2 = 6.967
top_logic_kind = multiplexers
synth_cell_types = 11
yosysWarnings = 1
ys_sh_simple_pct = 15.85
syn_inst = 51
synth_seq_share_pct = 0

[setup_path]
path_class = input pin to output port
cpMaxStageDelayCell = clkdlybuf4s50_1
crit_top_cell = clkdlybuf4s50_1
path_max_fanout = 3
cp-end-kind = output port
crit_arrival_ps = 1530
crit_required_ps = 1600
crit_chain = clkdlybuf4s50_1 > a22o_1 > clkdlybuf4s50_1
max_stage_delay_ps = 510
setup.worst_path.start_class = input pin

[layout]
final_layout_size_suffix_gt1_share_pct = 7.059
lay_top_cells = dlygate4sd2_1 (15), mux2i_1 (14), nand2_1 (14)
logic_area_um2 = 295.3
nFlopsAndLatches = 0
layout_top_cell = dlygate4sd2_1
seqCellArea_um2 = 0
instances_no_fill = 131
syn_to_final_growth_pct = 113.7
fillers = 392
nClkBuffers = 0

[drt]
drtIter0Drc = 8
drc = 0
num_vias = 471
wl_um = 1546
ant_nets = 0
drt-vias-per-instance = 3.595
antenna_cells = 0
routedWlPerCell_um = 11.80
firstDrtPassIters = 2

[power]
power_density_nw_per_um2 = 196.4
p_leak_nw = 0.4018
ir_drop_mv = 0.06193

[place]
dp_hpwl_um = 1285
dpl.cell_count = 130
portBuffers = 34
place_congestion = 0.6811

[final_timing]
setup_viol = 0
fmaxAchievable_mhz = 517.5
rsz0062_at_grt = no
period_used_pct = 96.62
drv_slew = 0
fin_crit_ps = 1932
hold_viol = 0
tightest_slew_ps = 133.3
setup_tns_ps = 0
max-slew-margin-rel_pct = 90.86

[grt]
grt_pass1_wl_um = 2394
antenna_found_initial = 0
globalRouteOverflowTotal = 0
grt_pass1_vias = 472
grt_usage_pct = 4.618
grt_max_degree = 17

[run]
cap_viol_max_count = 0
log.warning_count = 32

[run_status]
status = complete, no violations

[clock_network]
cts-hold-fix-buffers = 0

critical path: cells and delay by family:
family / cells / cell delay [ps]
compound gates: 1 / 150
buf+inv: 2 / 990
power breakdown:
group / internal, mW / switching [mW]
logic: 0.0983 / 0.0508
registers: 0 / 0
clock network: 0 / 0
total: 0.0983 / 0.0508
cell type report:
cell class                      count  area share (%)
Tap cell                           46           7.578
Multi-Input combinational cell     46           38.88
Timing Repair Buffer               39           53.54
metrics by stage:
step / worst slack, ps / power [mW] / utilization [%] / hold slack (ps) / cell area, µm²
after global routing: 12.35 / 0.1668 / 22.23 / 1305 / 759.5
after CTS: 0.6096 / 0.1558 / 21.79 / 1380 / 744.5
final: 67.60 / 0.1491 / 22.23 / 1202 / 759.5
after global placement: -247.5 / 0.1599 / 21.54 / 1779 / 735.7
after floorplan: 736.3 / 0.05554 / - / 856.4 / 355.3
after detailed placement: -266.8 / 0.1607 / 21.54 / 1777 / 735.7
worst max path at each step:
stage,start,slack (ps),to
finish,Bin[1],70,Bout[0]
CTS,Bin[10],0.6,Bout[10]
global route,shift[1],10,Bout[4]
cell usage after synthesis:
master	count	area share, %
clkbuf_8	1	3.9
o21ai_0	5	7.0
o21ai_1	9	13
buf_6	1	3.2
nand2_1	14	15
mux2i_1	14	39
mux2_1	1	3.2
a22o_1	2	4.9
buf_4	2	4.2
buf_12	1	5.6
nor2_1	1	1.1
routing by layer:
layer	wire length, µm	vias up	global-route usage (%)
met5	0	-	0
met2	785	17	8.507
met4	0	0	0
met1	686	201	5.735
met3	73	0	0.7955
li1	-	253	-
kinds of logic after synthesis:
group,after synthesis
compound gates,16
simple gates,15
buf+inv,5
mux,15
repair_timing:
action,4_1_cts,5_1_grt
resized,23,6
gates cloned,1,0
setup buffers,0,0
endpoints found under the hold margin,0,0
pin swaps,1,1
setup endpoints to repair,16,6
Power and IR drop assume default switching activity.
