==> design/flow/design.v <==
module alu(
	input [15:0] Ain,
	input [15:0] Bin,
	input [1:0] ALUop,
	output reg [15:0] loadc,
	output reg loads
);
	always@(*) begin
		case (ALUop)
			2'b00 : loadc = Ain + Bin;
			2'b01 : loadc = Ain - Bin;
			2'b10 : loadc = Ain & Bin;
			2'b11 : loadc = ~Bin;
			default : loadc = 16'bxxxxxxxxxxxxxxxx;
		endcase
		if (loadc==16'b0)
			loads = 1'b1;
		else 
			loads = 1'b0;
	end
endmodule
==> design/flow/run.sh <==
#!/bin/bash
# OpenROAD 26Q1-2900-gdf79404cd8, Yosys 0.63+post, stock flow scripts
make -C /OpenROAD-flow-scripts/flow DESIGN_CONFIG=/design/flow/config.mk WORK_HOME=/design/flow/orfs finish
==> design/flow/config.mk <==
export PLATFORM = sky130hd
export DESIGN_NAME = alu
export DESIGN_NICKNAME = alu
export VERILOG_FILES = /design/flow/design.v
export SDC_FILE = /design/flow/constraint.sdc
export NUM_CORES = 4
export LEC_CHECK = 1
export CORE_AREA = 10 10 88 88
export DIE_AREA = 0 0 98 98
==> design/flow/constraint.sdc <==
current_design alu

set clk_period 7.7
set clk_io_pct 0.2

create_clock -name clk0 -period $clk_period

set non_clock_inputs [all_inputs -no_clocks]
set_input_delay [expr $clk_period * $clk_io_pct] -clock clk0 $non_clock_inputs
set_output_delay [expr $clk_period * $clk_io_pct] -clock clk0 [all_outputs]
==> impl_metrics.yaml <==
# flow metrics
outcome:
  status: "finished clean"
timing:
  hold_viol_final: 0
  timing.final.max_slew_violations: 0
  setup_viol_count_final: 0
  max_slew_headroom: 0.678
  timing.setup.tns_ps: 0
  period_used_share: 0.961
  final_period_minus_worst_setup_slack_ps: 7400
  unrepaired_setup_endpoints_after_global_routing: "false"
  timing.fmax_mhz: 135
  tightest_slew_ps: 478
  hold_ws_ps: 4190
detailed_routing:
  met1_length_um: 2680
  number_of_nets_with_antenna_violations_after_routing: 0
  router_iterations_before_antenna_repair: 4
  wl_per_cell_um: 15.2
  viasPerCell: 5.45
  antenna_cells: 0
  totalWireLength_um: 5730
  met3_length_um: 281
  num_vias: 2055
  dr.first_iter.drc_count: 69
  number_of_remaining_drc_errors: 0
  routed_wl_met2_um: 2730
  top_layer: "met4"
yosys:
  synth-warning-count: 1
  fa_ha_area_frac: 0.136
  synth_area_per_cell_um2: 6.78
  compound_area_frac: 0.385
  post_synth_instance_area_um2: 1720
  synth_cells: 253
  ys_cells: 253
  synth.area.mux_share: 0.0124
  synth_chip_area_um2: 1720
  synthSimpleGateAreaFrac: 0.318
  synth.cellmix.xorXnorShare: 0.102
  synth_logic_family: "AND-OR/OR-AND gates"
  synth_unique_cells: 56
  synth.yosys.seq_area_share: 0
global_route:
  wire_length_of_the_first_global_routing_pass_um: 9600
  via_count_of_the_first_global_routing_pass: 1987
  grt_max_degree: 27
  groute.usage.overall: 0.114
  globalRouteOverflowTotal: 0
  grt_antenna_before_repair: 0
clock_network:
  cts_hold_repair.buffers: 0
  post_cts_resized: 0
  cts.repair_timing.setup_buffer_count: 0
pwr:
  p_int_w: 0.000110
  power.switching_w: 0.000105
  comb_power_share: 1.000
  p_seq_frac: 0
  pd_cells_nw_per_um2: 91.4
  clockPowerShare: 0
  worst_vdd_rail_ir_drop_mv: 0.0402
  leakagePower_nw: 0.928
  sw_frac_of_total: 0.487
finish:
  n_sequential_cell: 0
  post_route_cells_drive_above_1_share: 0.0695
  final.clkbuf_count: 0
  final_area_um2: 2350
  final_cell_mix: "51 x sky130_fd_sc_hd__clkdlybuf4s50_1, 23 x sky130_fd_sc_hd__o21ai_0, 19 x sky130_fd_sc_hd__nand2_1"
  area_growth_pct: 36.8
  flop_area_um2: 0
  comb_area_um2: 1640
  final_design_utilization: 0.396
  fillerInstances: 640
  layout_top_cell_excl_fill_tap: "sky130_fd_sc_hd__clkdlybuf4s50_1"
critical_path:
  cp.buffers_inverters: 2
  cp_top_family: "AND-OR/OR-AND gates"
  criticalPathCategory: "input port to output pin"
  critical_path_peak_fanout: 6
  critPathSlowestCell: "sky130_fd_sc_hd__or4_4"
  cp_endpoint_kind: "output pin"
  arrival_ps: 5860
  crit_top_cell: "sky130_fd_sc_hd__clkdlybuf4s50_1"
  cp_data_required_time_ps: 6160
  startpoint_type: "input port"
  crit_path_cell_trace: "clkdlybuf4s50_1 > or4_4 > and4b_2 > nor2_1 > xnor2_1 > ha_1 > and2_1 > a221o_1 > a31oi_2 > o221ai_1 > mux2i_1 > o211a_1 > o221ai_2 > a2111oi_2 > clkdlybuf4s50_1"
  largest_stage_delay_on_the_critical_path_ps: 590
floorplan:
  num_rows: 28
  floorplan.die_area_um2: 9600
  number_of_top_level_design_ports: 51
  die_x_um: 98
  floorplan.core_util: 0.290
  floorplan.die.height_um: 98
  core_area_um2: 5920
job:
  openroad.warnings: 33
  max_cap_violations: 0
placement:
  hpwlAfterDp_um: 4750
  final_weighted_congestion_of_routability_driven_global_placement: 0.934
  io_buffers: 51
  detailed_place.area_um2: 2340
min_path:
  hold_path.class: "input port to output pin"
-- kinds of logic (layout without fill, tap and decap cells) --
logic type,Yosys count,count (layout)
buffers and inverters,21,70
adders and majority gates,18,18
AOI/OAI and AO/OA,91,91
xor gates and xnor gates,20,20
muxes,2,2
and+or+nand+nor,101,101
-- path summary, 6_finish.rpt --
path | depth (start not counted) | slack [ps] | end | start
hold / removal | 5 | 4190 | loadc[5] | Ain[5]
setup / recovery | 15 | 300 | loads | Bin[6]
-- power groups by stage --
stage	Combinational (W)	Clock, W	Sequential, W
CTS	0.000215	0	0
global route	0.000240	0	0
finish	0.000215	0	0
-- metrics by stage --
step                setup slack, ps  cells  total power [W]
floorplan                      1540    253         0.000127
global placement                234    377         0.000213
detailed placement              204    377         0.000214
CTS                             175    377         0.000215
global route                   38.4    377         0.000240
finish                          302    377         0.000215
-- metal layers --
metal / up-vias / global-route usage
li1: 1068 / -
met1: 929 / 0.153
met2: 54 / 0.199
met3: 4 / 0.0128
met4: 0 / 0.00783
met5: - / 0
-- cell usage after synthesis (2+ instances only) --
cell,count,area [um^2]
sky130_fd_sc_hd__a21oi_1,16,80.1
sky130_fd_sc_hd__and3b_1,3,26.3
sky130_fd_sc_hd__nand3_1,17,85.1
sky130_fd_sc_hd__o211ai_1,5,37.5
sky130_fd_sc_hd__nor3b_1,2,15.0
sky130_fd_sc_hd__nor4b_1,2,17.5
sky130_fd_sc_hd__or2_2,3,18.8
sky130_fd_sc_hd__and2_1,2,12.5
sky130_fd_sc_hd__nand3b_1,5,37.5
sky130_fd_sc_hd__ha_1,17,213
sky130_fd_sc_hd__and3_1,4,25.0
sky130_fd_sc_hd__o2111ai_1,2,17.5
sky130_fd_sc_hd__nor3_1,9,45.0
sky130_fd_sc_hd__a211oi_1,2,15.0
sky130_fd_sc_hd__xor2_1,12,105
sky130_fd_sc_hd__nand2_1,19,71.3
sky130_fd_sc_hd__nand2b_1,3,18.8
sky130_fd_sc_hd__or3_1,2,12.5
sky130_fd_sc_hd__o21ai_0,23,115
sky130_fd_sc_hd__o31ai_1,6,45.0
sky130_fd_sc_hd__nor4_1,2,12.5
sky130_fd_sc_hd__a31o_2,2,17.5
sky130_fd_sc_hd__clkbuf_1,9,33.8
sky130_fd_sc_hd__inv_1,10,37.5
sky130_fd_sc_hd__a211o_1,3,26.3
sky130_fd_sc_hd__a21boi_0,4,30.0
sky130_fd_sc_hd__a21o_1,4,30.0
sky130_fd_sc_hd__or4_1,2,15.0
sky130_fd_sc_hd__o21a_1,5,37.5
sky130_fd_sc_hd__o211a_1,4,40.0
sky130_fd_sc_hd__xnor2_1,8,70.1
sky130_fd_sc_hd__nor2b_1,7,43.8
sky130_fd_sc_hd__nor2_1,16,60.1
-- final cells by class --
class,instances,area share
inverters,11,0.0176
multi-input cells,232,0.699
well taps,75,0.0400
repair buffers,59,0.243
Power and IR drop assume default switching activity.
